==> flow/design.v <==
module uart_tx (
    clk             ,
    data_frame_in   ,
    data_tx         ,
    new_data
);
    input                        clk ;
    input [7:0]        data_frame_in ;
    output  reg              data_tx ;
    output  reg             new_data ;
parameter IDLE      = 1 ;
parameter DATA_TX   = 2 ;
parameter CRC       = 3 ;
parameter STOP      = 4 ;
reg [2:0]         state;
reg [2:0]       counter; 
wire start_bit          ;
wire [4:0] data_bits    ;
wire parity_bits        ;
wire stop_bits          ;
assign start_bit    = data_frame_in[7]     ;
assign parity_bits  = data_frame_in[1]     ;
assign stop_bits    = data_frame_in[0]     ;
always @(posedge clk) begin
    case(state)
        IDLE    :   begin
            new_data = 1'b0 ;
            if(~data_frame_in[7]) begin
                   state   = DATA_TX                ;
                   counter = counter - 3'b001        ;
                   data_tx = data_frame_in[7]        ;
            end
            else begin             
                state       = IDLE                  ;
                counter     = counter                ;
                data_tx     = data_tx                ;
            end                
        end
        DATA_TX :   begin
            new_data = 1'b0 ;
            if(counter > 3'b001)
            begin
                data_tx  = data_frame_in[counter]    ;
                counter  = counter - 3'b001          ;
                state    = DATA_TX                  ;
            end
            else 
            begin
                state    = CRC                       ;
                data_tx  = data_frame_in[counter]    ;
                counter  = counter-3'b001            ;
            end
        end
        CRC     : begin
            state   = STOP                   ; 
            data_tx = data_frame_in[counter]  ;
            counter = counter-3'b001          ;
            new_data = 1'b0                  ;
        end
        STOP    : begin
            new_data = 1'b1 ;
            if(data_frame_in[0]) begin 
                counter = 3'b111                   ;
                state   = IDLE                    ;
                data_tx = data_frame_in[counter]   ;
            end
            else begin
                state   = STOP              ;
                counter = counter            ;
                data_tx  = data_tx           ;
            end
        end
    default : begin 
        state    = IDLE                     ;
        counter  = 3'b111                    ;
        data_tx  = data_tx                   ;
        new_data = 1'b1                     ;   
    end
    endcase
end
endmodule
;
module uart_rx (
    clk            ,    
    data_rx        ,
    data_frame_out
);
input                       clk ;
input                   data_rx ;
output reg [7:0] data_frame_out ; 
parameter IDLE      = 1 ;
parameter DATA_RX   = 2 ;
parameter CRC       = 3 ;
parameter STOP      = 4 ;
reg [2:0]           state ;
reg [2:0]         counter ;
reg [7:0]     storage_reg ; 
reg                parity ;
always @(posedge clk) begin
    case(state)
        IDLE    :   begin
            if(~data_rx) begin
                storage_reg  = {data_rx,7'b1111111} ;
                counter      = counter - 3'b001     ;
                state        = DATA_RX ;
            end   
            else begin
                storage_reg  = 8'b11111111;
                state        = IDLE;
                counter      = 3'b111;
                parity       = 1'b1;
            end              
        end
        DATA_RX :   begin
            if(counter>3'b001)
            begin
                storage_reg[counter]  =     data_rx ;
                counter               =     counter - 3'b001 ; 
                parity                =     data_rx ^ parity ;
            end
            else 
            begin
                storage_reg[counter]  =     data_rx ;
                parity                =     data_rx ^ parity ;
                counter               =     counter - 3'b001 ; 
                state                 =     CRC              ;  
            end
        end
        CRC     : begin
            storage_reg[counter]  = data_rx  ;
            if(~(parity ^ data_rx)) begin
                state    = STOP ;
                counter  = counter - 3'b001  ;
            end
            else begin
                counter  = 3'b111 ;
                state    = IDLE   ;
            end
        end
        STOP    : begin
            storage_reg[counter]  = data_rx          ;
            data_frame_out        = storage_reg[7:0] ;
            counter               = 3'b111           ;
            state                 = IDLE             ; 
        end
        default : begin 
            state                 = IDLE             ;
            counter               = 3'b111           ;
        end
    endcase
end
endmodule
;
module uart (
    clk             ,
    data_frame_in   ,
    data_frame_out  ,
    tx              ,
    rx
);
input         clk             ;
input [7:0]   data_frame_in   ;
input         rx              ;
output [7:0]  data_frame_out  ;
output        tx              ;
wire from_tx_to_top_new_data_wire;
reg [7:0] data_frame_main_in;
always @(from_tx_to_top_new_data_wire) begin
    data_frame_main_in = data_frame_in;
end
uart_tx uart_tx_inst_1(
    .clk (clk),
    .data_frame_in (data_frame_main_in),
    .data_tx(tx),
    .new_data(from_tx_to_top_new_data_wire)
);
uart_rx uart_rx_inst_1(
    .clk(clk),
    .data_frame_out(data_frame_out),
    .data_rx(rx)
);
endmodule
==> flow/run.sh <==
#!/bin/bash
# OpenROAD 26Q1-2900-gdf79404cd8, Yosys 0.63+post, stock flow scripts
make -C /OpenROAD-flow-scripts/flow DESIGN_CONFIG=/design/flow/config.mk WORK_HOME=/design/flow/orfs finish
==> flow/config.mk <==
export PLATFORM = sky130hd
export DESIGN_NAME = uart
export DESIGN_NICKNAME = uart
export VERILOG_FILES = /design/flow/design.v
export SDC_FILE = /design/flow/constraint.sdc
export NUM_CORES = 4
export LEC_CHECK = 1
export CORE_AREA = 10 10 102 102
export DIE_AREA = 0 0 112 112
export SYNTH_HDL_FRONTEND = slang
==> flow/constraint.sdc <==
current_design uart

set clk_period 4.3
set clk_io_pct 0.2

create_clock -name clk0 -period $clk_period [get_ports {clk}]

set non_clock_inputs [all_inputs -no_clocks]
set_input_delay [expr $clk_period * $clk_io_pct] -clock clk0 $non_clock_inputs
set_output_delay [expr $clk_period * $clk_io_pct] -clock clk0 [all_outputs]
==> out/results.tsv <==
stage	metric	value	unit
floorplan	core area	8220	um2
sta	slew margin rel.	64.3	%
placement	placed cells	247	
floorplan	Die X	112	um
drt	final wirelength	2600	um
critical_path	CP required	4330	ps
sta	clock skew	14.3	ps
cells_and_area	Final Non-Filler Cells	255	
critical_path	Crit. End Element	register	
sta	Final Hold Violating Endpoints	0	
synth	synthesized area	1500	um2
cells_and_area	sequential cell area	841	um2
grt	Global Route Usage Sum	4.20	%
synth	yosys xor share	2.34	%
critical_path	Critical-path top delay cell	clkdlybuf4s50_1	
synth	mean post-synth cell area	11.8	um2
hold_path	worst min path class	reg -> reg	
floorplan	I/O pins	19	
clock_network	CTS tree	done	
synth	YS warnings	0	
synth	Cell variety after synth	33	
clock_network	Clock Pin Slew Worst Setup and Hold Paths	70	ps
cells_and_area	Combinational Area	623	um2
pwr	Pint	0.771	mW
sta	Final period util	49.6	%
cells_and_area	layout cell share with drive strength beyond 1	16.0	%
synth	Largest cells by area	edfxtp_1, dfxtp_1, mux2_2	
synth	Seq share, synth	56.1	%
synth	yosys simple share	17.6	%
drt	Antenna Violating Nets Remaining	0	
sta	pins over their slew limit	0	
clock_network	root buffer cell	clkbuf_8	
critical_path	Top cell by count, worst path	mux2_2	
drt	WL per Instance	10.2	um
status	status	completed	
clock_network	Post-CTS Resized	0	
synth	cell taking the most area after synthesis	edfxtp_1	
clock_network	Post-CTS Setup Inserts	0	
critical_path	WP data arrival	2160	ps
clock_network	TritonCTS Buffers	5	
drt	DR pass1 iterations	4	
critical_path	Slowest Stage Delay on Critical Path	650	ps
critical_path	R2R Setup Slk	2660	ps
drt	vias per inst	3.80	
placement	Post-DP HPWL	1890	um
pwr	Comb pwr share	30.8	%
floorplan	Die Area	12500	um2
clock_network	CTS Buffer Depth	2	
clock_network	H-tree Lvls	2	
pwr	leakage power	0.660	nW
clock_network	clock latency (worst-skew pair)	280	ps
critical_path	critical path class	in -> reg	
synth	Yosys reg bits	30	
clock_network	hold_buf cts	0	
placement	placer congestion estimate	0.751	
cells_and_area	commonest non-fill, non-tap cells in the layout	edfxtp_1, clkdlybuf4s50_1, nand2_1, mux2_2, nand2b_1	
sta	RSZ-0062 raised after global routing	no	
sta	Period minus WS final	2130	ps
grt	first-pass GRT wire length	4490	um
pwr	clock share of power	23.6	%
grt	vias in the first global route	941	
pwr	Power Density	597	nW/um2
pwr	Reg power frac	45.6	%
synth	yosys adder share	3.34	%
grt	initial antenna violation count	0	
sta	Setup Viol. Count Final	0	
critical_path	Crit path max-delay family	buffers and inverters	
clock_network	CTS sink cnt	30	
cells_and_area	P&R area growth vs syn	27.3	%
cells_and_area	Core Util, Final	23.2	%
floorplan	Die Height	112	um
synth	Yosys Chip Area	1500	um2
synth	Syn Inst Count	127	
grt	largest net degree at the start of global routing	17	
sta	Final Hold Slack	491	ps
run	tool warnings	27	
sta	pin slew with the least headroom to its limit	531	ps
critical_path	Buf+Inv Stages, Crit Path	1	
synth	Synth top area share	48.1	%
pwr	sw frac	32.3	%
synth	Complex Gates by Area	7.01	%
drt	DRC	0	
drt	DR iter-0 viols	25	
floorplan	Placement Rows	33	
placement	placed inst area	1800	um2
synth	Multiplexer share	11.3	%
sta	Post-Route Setup TNS	0	ps
sta	FMAX	0.469	GHz
cells_and_area	most frequent logic cell in the layout	edfxtp_1	
floorplan	fp_density	18.2	%
cells_and_area	Final Cell Area	1910	um2
run	max cap viols	0	
synth	Dominant comb cell	simple AND/OR/NAND/NOR gates	
pwr	peak supply drop	0.000177	V
pwr	sw power	0.369	mW
drt	vias after detailed routing	969	
cells_and_area	Fill cells	861	
critical_path	Worst Setup Start Kind	primary input	
placement	Buffers on Ports	18	
critical_path	Max FO, Critical Path	16	
drt	# diodes	0	
critical_path	worst-path cell chain	clkdlybuf4s50_1, mux2_2, mux2_2	
grt	total gr overflow	0	
synth	ys cells	127	
[cell families after synthesis]
| group | Yosys count |
|---|---|
| simple gates | 50 |
| flops | 30 |
| compound gates | 16 |
| mux | 14 |
| buf+inv | 9 |
| xor+xnor | 4 |
| fa+ha+maj | 4 |
[power by group through the flow]
stage | Sequential (mW) | Combinational (mW) | Clock (mW)
final | 0.520 | 0.352 | 0.269
after global routing | 0.538 | 0.400 | 0.292
after CTS | 0.522 | 0.360 | 0.276
[cells in the mapped netlist]
| cell type | number |
|---|---|
| and3_2 | 1 |
| nand2_1 | 13 |
| nand3_1 | 6 |
| o21ai_0 | 3 |
| buf_2 | 1 |
| a22oi_1 | 1 |
| or3_4 | 1 |
| dfxtp_1 | 6 |
| o2111ai_1 | 1 |
| nand2b_1 | 9 |
| nor2b_1 | 4 |
| and3_1 | 2 |
| a21oi_1 | 5 |
| ha_1 | 4 |
| a21boi_0 | 1 |
| and2_1 | 1 |
| inv_2 | 2 |
| edfxtp_1 | 24 |
| nor2_1 | 8 |
| mux2_2 | 9 |
| o21bai_1 | 2 |
| xnor2_1 | 4 |
| a21bo_2 | 1 |
| inv_1 | 3 |
| nor3_1 | 3 |
| nand2b_4 | 1 |
| o22a_1 | 1 |
| mux2_4 | 1 |
| nand3b_1 | 1 |
| mux4_2 | 1 |
| mux2i_1 | 3 |
| a21o_1 | 1 |
| clkbuf_1 | 3 |
[worst paths after layout]
| path | end | from | cells after the start |
|---|---|---|---|
| worst min-delay path | uart_rx_inst_1.counter[0] | uart_rx_inst_1.counter[0] | 1 |
| worst min register to register | uart_rx_inst_1.counter[0] | uart_rx_inst_1.counter[0] | 1 |
| worst max register to register | uart_rx_inst_1.storage_reg[7] | uart_rx_inst_1.state[1] | 3 |
| worst max-delay path | uart_rx_inst_1.storage_reg[7] | rx | 3 |
[per-layer routing]
metal  share of wire [%]  GRT usage (%)  wire (um)  vias up
met1                  48           5.67       1250      451
li1                    -              -          -      493
met5                   0              0          0        -
met2                  43           6.22       1130       21
met4                 1.5          0.677         38        0
met3                 7.4           1.85        193        4
[cell type report]
class	count	area share, %
inverters	5	0.984
flip-flops and latches	30	44.1
clock inverters	2	1.77
clock buffers	6	3.80
repair buffers	19	9.84
well taps	105	6.89
multi-input cells	88	32.7
[worst reg2reg max path, delay by kind of cell (launching register included)]
kind,cells,cell delay [ps]
and+or+nand+nor,1,210
DFF,1,500
muxes,2,690
[per-stage QoR]
stage               setup slack [ps]  power, mW
global placement                1860      0.880
floorplan                       2520      0.774
CTS                             2160       1.16
global route                    2030       1.23
detailed placement              1870      0.886
finish                          2170       1.14
Power is estimated from default activity; no workload was simulated.
